**/design/flow/design.v**
```verilog
module mult3 (
    input [31:0] a_in,
    input [31:0] b_in,
    input start,
    input clk,
    input reset_n,
    output done,
    output reg [63:0] product
    );
    reg [31:0] multiplicand_reg;
    reg [31:0] prod_reg_high;
    reg [31:0] prod_reg_low;
    wire [31:0] reg_a;
    wire multiplier_bit0;
    wire prod_reg_shift_rt;
    wire prod_reg_ld_high;
    mult3_ctrl mult3_ctrl0(
        .start(start),
        .reset_n(reset_n),
        .clk(clk),
        .multiplier_bit0(multiplier_bit0),
        .prod_reg_ld_high(prod_reg_ld_high),
        .prod_reg_shift_rt(prod_reg_shift_rt),
        .done(done)
        );
    assign product = {prod_reg_high, prod_reg_low};
    assign reg_a = start ? 32'h0 : multiplicand_reg + prod_reg_high;
    assign multiplier_bit0 = prod_reg_low[0];
    always_ff @(posedge clk, negedge reset_n) begin
        if (~reset_n)       multiplicand_reg <= 0;
        else if (start)     multiplicand_reg <= a_in;
        else                multiplicand_reg <= multiplicand_reg;
    end
    always_ff @(posedge clk, negedge reset_n) begin
        if (~reset_n)               prod_reg_high <= 0;
        else if (prod_reg_ld_high)  prod_reg_high <= reg_a;
        else if (prod_reg_shift_rt) prod_reg_high <= prod_reg_high >> 1;
        else                        prod_reg_high <= prod_reg_high;
    end
    always_ff @(posedge clk, negedge reset_n) begin
        if (~reset_n)               prod_reg_low <= 0;
        else if (start)             prod_reg_low <= b_in;
        else if (prod_reg_shift_rt) prod_reg_low <= {prod_reg_high[0], prod_reg_low} >> 1;
        else                        prod_reg_low <= prod_reg_low;
    end
endmodule
module mult3_ctrl(
    input start,
    input reset_n,
    input clk,
    input multiplier_bit0,
    output prod_reg_ld_high,
    output prod_reg_shift_rt,
    output done
    );
    reg [5:0] count;
    enum reg [1:0] {
        IDLE  = 2'b00,
        CHECK = 2'b01,
        ADD   = 2'b10,
        SHIFT = 2'b11
    } mult_ps, mult_ns;
    always_ff @(posedge clk, negedge reset_n) begin
        if (~reset_n)   mult_ps <= IDLE;
        else            mult_ps <= mult_ns;
    end
    always_comb begin
        case (mult_ps)
            IDLE:   if (start)                  mult_ns = CHECK;
                    else                        mult_ns = IDLE;
            CHECK:  if (count >= 32)             mult_ns = IDLE;
                    else if (multiplier_bit0)   mult_ns = ADD;
                    else                        mult_ns = SHIFT;
            ADD:                                mult_ns = SHIFT;
            SHIFT:                              mult_ns = CHECK;
        endcase
    end
    always_ff @(posedge clk, negedge reset_n) begin
        if (~reset_n)               count <= 0;
        else if (mult_ps == IDLE)   count <= 0;
        else if (mult_ps == SHIFT)  count <= count + 1;
        else                        count <= count;
    end
    assign done = mult_ps == CHECK && mult_ns == IDLE;
    assign prod_reg_ld_high = start || mult_ps == ADD;
    assign prod_reg_shift_rt = mult_ps == SHIFT;
endmodule
```
**/design/flow/config.mk**
```make
export PLATFORM = sky130hd
export DESIGN_NAME = mult3
export DESIGN_NICKNAME = mult3
export VERILOG_FILES = /design/flow/design.v
export SDC_FILE = /design/flow/constraint.sdc
export NUM_CORES = 4
export LEC_CHECK = 1
export CORE_UTILIZATION = 50
```
**/design/flow/constraint.sdc**
```tcl
current_design mult3

set clk_period 14.3
set clk_io_pct 0.2

create_clock -name clk0 -period $clk_period [get_ports {clk}]

set non_clock_inputs [all_inputs -no_clocks]
set_input_delay [expr $clk_period * $clk_io_pct] -clock clk0 $non_clock_inputs
set_output_delay [expr $clk_period * $clk_io_pct] -clock clk0 [all_outputs]
```
**/design/flow/run.sh**
```bash
#!/bin/bash
# OpenROAD 26Q1-2900-gdf79404cd8, Yosys 0.63+post, stock flow scripts
make -C /OpenROAD-flow-scripts/flow DESIGN_CONFIG=/design/flow/config.mk WORK_HOME=/design/flow/orfs finish
```
==> flow_metrics.rpt <==
==== FLOW RESULTS ====
----------------------------------------------------
[STA]
  Post-route minimum period ........................ 6990 ps
  RSZ-0062 raised after global routing ........................ false
  Final tally of setup violations ........................ 0
  Measured slew at the worst slew-check pin ........................ 698 ps
  Count of endpoints failing hold in the final timing report ........................ 0
  Maximum clock frequency ........................ 143 MHz
  Final Max-Slew Violation Tally ........................ 0
  Cycle use final ........................ 0.489
  Setup TNS after final layout ........................ 0 ps
  Layout Skew ........................ 5.25 ps
  Max transition margin ........................ 0.535

[Logic synthesis]
  Mean area per synthesized cell ........................ 10.2 µm²
  Summed instance area of the synthesized netlist ........................ 6170 µm²
  Top area cells in the synthesized netlist ........................ dfrtp_1 (43%), mux2i_1 (7.3%), ha_1 (6.7%)
  Cell taking the most area after synthesis ........................ dfrtp_1
  Total of flip-flops plus latches after synthesis ........................ 106
  Yosys cell count ........................ 604
  Number of enable-type register cells in the synthesized netlist ........................ 0
  Chip area in the Yosys report ........................ 6170 µm²
  Top cell area share ........................ 0.426
  Primary FF master, synth ........................ dfrtp_1
  Register share after synthesis ........................ 0.430
  Library cells used by synthesis ........................ 59
  Synth warn ........................ 3
  Post-Syn Instances ........................ 604
  Share of flip-flops with an asynchronous set or reset after synthesis ........................ 1.00

[Critical path]
  Startpoint types ........................ input port
  Worst endpoint data arrival time ........................ 4130 ps
  Category of the critical setup timing path ........................ in2out
  Worst-case reg-to-reg path depth ........................ 12
  Category of the worst setup path capture point ........................ primary output
  Critical Path Fanout Max ........................ 64
  Required time of the critical path ........................ 11440 ps

[Global route]
  Global-route wire length before repair ........................ 22600 µm
  Initial antenna violation count ........................ 0
  Pin count of the biggest net entering global routing ........................ 65
  Global routing usage summed across all routing layers ........................ 0.226
  Overflow left after global routing ........................ 0
  Number of global-route vias before repair ........................ 4741

[Hold path]
  Number of cells on the worst hold path ........................ 1
  Worst hold path class ........................ reg2reg

[Finish]
  Dominant logic cell type in the layout ........................ clkdlybuf4s50_1
  Core occupancy in the finished layout ........................ 0.655
  Layout Area Growth over Synthesis ........................ 27.3%
  Area taken by flip-flops and latches ........................ 2660 µm²
  Most instantiated logic cells after routing ........................ clkdlybuf4s50_1 (129), dfrtp_1 (104), nand2_1 (56)
  Fraction of final layout cells sized beyond drive strength 1 ........................ 0.0957
  Final Non-Filler Cells ........................ 868
  MI comb area ........................ 3320 µm²
  Tally of filler cells in the layout ........................ 944

[Power]
  Clock group share of total power ........................ 0.215
  Relative contribution of sequential cells to total power ........................ 0.374
  Fraction of power spent switching nets ........................ 0.344
  Sum of internal, switching and leakage power ........................ 1.15 mW
  Pwr Density ........................ 147 nW/µm²
  Worst supply voltage drop on vdd ........................ 0.0912 mV
  Internal power ........................ 0.758 mW
  Pleak ........................ 3.37 nW
  Net Switching ........................ 0.397 mW
  Relative contribution of combinational cells to total power ........................ 0.411

[Detailed routing]
  Routed length on met3 ........................ 654 µm
  Average wire per cell in the routed design ........................ 15.3 µm
  Via total after detailed routing ........................ 4848
  Detailed-router iteration count before antenna repair ........................ 4
  Number of violations reported at the end of detailed-routing iteration 0 ........................ 310
  Number of diodes ........................ 0
  Count of antenna-violating nets left after detailed routing ........................ 0
  DR DRC count ........................ 0
  Detailed-route vias per instance ........................ 5.59
  Wire length on met1 ........................ 6220 µm
  Met2 WL ........................ 6300 µm
  Highest routing layer actually used ........................ met4
  Post-detailed-routing wire length ........................ 13300 µm

[Placed design]
  DP HPWL ........................ 9320 µm
  # placed instances ........................ 852
  Routability Congestion ........................ 0.955
  Number of input and output port buffers inserted ........................ 131

[Clock network]
  Clock tree from TritonCTS ........................ yes
  Root buffer cell ........................ clkbuf_16
  Hold buffer count at cts ........................ 0
  Worst-Skew Late Latency ........................ 350 ps
  Max Root-Sink Buffers ........................ 2
  Clock slew seen by the registers of the worst setup and hold paths ........................ 70 ps
  Total setup buffers inserted after CTS ........................ 0
  Depth of the CTS H-tree ........................ 3
  Count of cells resized by post-cts repair ........................ 0
  CTS buffer count ........................ 9
  Clock net sink count ........................ 106

[Die]
  Die extent in y ........................ 113 µm
  Fp_density ........................ 0.514
  Std-Cell Rows ........................ 40
  Chip area ........................ 12800 µm²
  Top-level I/O count ........................ 132
  Horiz. Die Dim ........................ 113 µm
  Floorplan core area ........................ 12000 µm²

[Job]
  Number of logged tool warnings ........................ 28
  Number of maximum-capacitance constraint violations ........................ 0

[Run status]
  Result of the run ........................ complete, no violations

----------------------------------------------------
[power groups by stage]
stage / clock (mW) / combinational, mW / sequential [mW]
CTS: 0.258 / 0.476 / 0.433
global route: 0.268 / 0.527 / 0.443
finish: 0.249 / 0.474 / 0.432
[path summary, 6_finish.rpt]
kind | start | to | slack (ps)
min in group asynchronous | reset_n | prod_reg_high[10] | 2440
worst max-delay path | start | done | 7310
worst min register to register | multiplicand_reg[0] | multiplicand_reg[0] | 520
worst min-delay path | multiplicand_reg[0] | multiplicand_reg[0] | 520
worst max register to register | prod_reg_high[0] | prod_reg_high[28] | 11350
max in group asynchronous | reset_n | mult3_ctrl0.mult_ps[3] | 10930
[per-layer routing]
layer / vias to the layer above / global-route usage
met5: - / 0
met4: 0 / 0.0272
met3: 8 / 0.0426
met2: 115 / 0.360
met1: 2311 / 0.347
li1: 2414 / -
[worst max-delay path, cell delays in order]
cell and delay (ps):
buf_4 530, nand2_1 120, nand2_1 110, nor3_1 50, clkdlybuf4s50_1 430
[Yosys cell counts (17+ instances only)]
library cell	instances
dfrtp_1	105
nand2_1	56
mux2i_1	45
o21ai_0	43
ha_1	33
a211oi_1	32
mux2_2	32
a21oi_1	27
clkbuf_1	26
nor2_1	24
a21o_1	17
[through the flow]
step / hold WS, ps / area (µm²) / setup WS [ps]
finish: 516 / 7860 / 7310
global route: 536 / 7860 / 7220
CTS: 519 / 7860 / 7290
detailed placement: 504 / 7560 / 7280
global placement: 497 / 7560 / 7320
floorplan: 476 / 6170 / 7900
[logic make-up (layout without fill, tap and decap cells)]
group           count (synthesis)  after routing  share of synthesized area
simple gates                  131            131                     0.0995
compound gates                175            175                      0.193
xor+xnor                       31             31                     0.0440
flops                         106            106                      0.430
mux                            77             77                      0.131
fa+ha+maj                      34             34                     0.0701
buf+inv                        50            167                     0.0322
[layout make-up]
type / instances / area share
multi-input combinational: 448 / 0.423
sequential: 106 / 0.338
timing repair buffer: 136 / 0.171
clock buffer: 14 / 0.0336
tap: 147 / 0.0234
inverter: 15 / 0.00716
clock inverter: 2 / 0.00446
Power figures rest on the tool's default switching activity, not on a simulated workload.
